==> design/flow/design.v <==
`timescale 1ns / 1ps
module BlockChecker(
    input clk,
    input reset,
    input [7:0] in,
    output result
    );
   reg signed [31:0] cnt=0;
    reg result;
    reg [3:0] state;
    reg flow=0;
    parameter S0=4'b0,S1=4'b1,S2=4'b10,S3=4'b11,S4=4'b100,S5=4'b101,S6=4'b110,S7=4'b111,S8=4'b1000,S9=4'b1001;
    always@(posedge clk or posedge reset)begin
      if(reset)
      begin
        state<=S0;
        cnt<=0;
        flow<=0;
      end
      else begin
        case(state)
          S0:begin
            if(in==" ")begin
              state<=S0;
            end
            else if(in=="b"||in=="B")begin
              state<=S1;
            end
            else if(in=="e"||in=="E")begin
              state<=S6;
            end
            else begin
              state<=S9;
            end
          end
          S1:begin
            if(in==" ")begin
              state<=S0;
            end
            else if(in=="e"||in=="E")begin
              state<=S2;
            end
            else begin
              state<=S9;
            end
          end
          S2:begin
            if(in==" ")begin
              state<=S0;
            end
            else if(in=="g"||in=="G")begin
              state<=S3;
            end
            else begin
              state<=S9;
            end
          end
          S3:begin
            if(in==" ")begin
              state<=S0;
            end
            else if(in=="i"||in=="I")begin
              state<=S4;
            end
            else begin
              state<=S9;
            end
          end
          S4:begin
            if(in==" ")begin
              state<=S0;
            end
            else if(in=="n"||in=="N")begin
              cnt=cnt+32'b1;
              state<=S5;
            end
            else begin
              state<=S9;
            end
          end
          S5:begin
            if(in==" ")begin
              state<=S0;
            end
            else begin
              cnt=cnt+32'b11111111111111111111111111111111;
              state<=S9;
            end
          end
          S6:begin
            if(in==" ")begin
              state<=S0;
            end
            else if(in=="n"||in=="N")begin
              state<=S7;
            end
            else begin
              state<=S9;
            end
          end
          S7:begin
            if(in==" ")begin
              state<=S0;
            end
            else if(in=="d"||in=="D")begin
              state<=S8;
              cnt=cnt+32'b11111111111111111111111111111111;
            end
            else begin
              state<=S9;
            end
          end
          S8:begin
            if(in==" ")begin
              if(cnt<0) flow=1;
              state<=S0;
            end
            else begin
              cnt=cnt+32'b1;
              state<=S9;
            end
          end
          S9:begin
            if(in==" ")begin
              state<=S0;
            end
            else begin
              state<=S9;
            end
          end
        endcase
      end
    end
    always@(*) begin
        if(flow)
          result<=0;
        else if(cnt==0)
          result<=1;
        else
          result<=0;
    end
endmodule
==> design/flow/run.sh <==
#!/bin/bash
# OpenROAD 26Q1-2900-gdf79404cd8, Yosys 0.63+post, stock flow scripts
make -C /OpenROAD-flow-scripts/flow DESIGN_CONFIG=/design/flow/config.mk WORK_HOME=/design/flow/orfs finish
==> design/flow/config.mk <==
export PLATFORM = sky130hd
export DESIGN_NAME = BlockChecker
export DESIGN_NICKNAME = BlockChecker
export VERILOG_FILES = /design/flow/design.v
export SDC_FILE = /design/flow/constraint.sdc
export NUM_CORES = 4
export LEC_CHECK = 1
export CORE_UTILIZATION = 30
==> design/flow/constraint.sdc <==
current_design BlockChecker

set clk_period 6.3
set clk_io_pct 0.2

create_clock -name clk0 -period $clk_period [get_ports {clk}]

set non_clock_inputs [all_inputs -no_clocks]
set_input_delay [expr $clk_period * $clk_io_pct] -clock clk0 $non_clock_inputs
set_output_delay [expr $clk_period * $clk_io_pct] -clock clk0 [all_outputs]
==> results.toml <==
# flow metrics
[outcome]
status = "completed"

[setup_path]
crit_path_top_delay_cell = "o21ai_4"
endpoint_kind = "flop"
slowest_delay_ns = 0.52
worst_ep_required_time_ns = 6.46
cp-start-kind = "input pin"
critical_path_arrival_ns = 3.89
crit_type = "input pin to flop"
cp_max_fo = 45
path_cells = "clkdlybuf4s50_1 -> nor3_2 -> nand4b_1 -> nor2_1 -> o21ai_0 -> o21ai_4 -> buf_4 -> nor4b_1 -> a211oi_1 -> nand3_1"

[clocking]
cts_resized = 0
post_cts_buffers = 0
cts.clk_slew.worst_paths_ns = 0.06
htreeDepth = 2
cts_max_path_buffers = 2
numCtsBuffers = 5
holdBufCountCts = 0
worstSkewPairLatency_ns = 0.28
cts.sinks = 42
root_buffer = "clkbuf_16"
cts_tree = "done"

[run]
cap_violations = 0
log.warning_count = 28

[die]
chipArea_um2 = 11900
io_pins = 11
rows = 38
die_x_um = 109
fp_util = 0.312
core_um2 = 11000
die_h_um = 109

[sta]
min_period_ns = 3.73
clock_skew_ns = 0.00607
hold_viol_final = 0
maxSlewViolCount = 0
finalSetupViolations = 0
max_freq_ghz = 0.268
tns_ns = 0
relSlewSlack = 0.433
rsz0062_at_grt = "false"
min_period_over_period = 0.591
tightest_slew_ns = 0.839

[synth]
area_leaders = "dfrtp_1 (30%), ha_1 (12%), nand2_1 (6.2%)"
ys_warn_count = 1
ys_chip_area_um2 = 3430
synth_cell_types = 57
ys_async_sr_fraction = 1.00
synth.cell_area_um2 = 3430
ys_seq_frac = 0.307
yosysMostFrequentCell = "nand2_1"
ys.flops = 42
synth_top_area_share = 0.299
edf_count = 0
yosys.area.top_type = "dfrtp_1"
ys_cells = 407
synth-main-ff-cell = "dfrtp_1"
common_cells = "nand2_1 (57), dfrtp_1 (41), o21ai_0 (40), ha_1 (33), a21oi_1 (23)"
syn_inst = 407
avgSynthCellArea_um2 = 8.42

[power]
powerDensity_nw_per_um2 = 164
p_leak_uw = 0.00184
ir_drop_mv = 0.106

[grt]
grt_max_degree = 46
first_global_vias = 2704
grt_util_all_layers = 0.138
grt_antenna_before_repair = 0
grt_overflow = 0
grt_pass1_wl_mm = 13.0

[cells_and_area]
syn_to_final_growth_pct = 11.5
regArea_um2 = 1050
logic_area_um2 = 2250
drive_above_1_share = 0.0558
nFillCells = 1109
stdcell_area_um2 = 3820

[detailed_routing]
drtAntennaViolNets = 0
wl_mm = 7.55
first_pass_iters = 4
num_vias = 2895
vias_per_cell = 5.24
drc = 0
insertedDiodeCount = 0
wl_per_cell_um = 13.7
first_iter_violations = 149

[placement]
gp_congestion = 0.853
io_buffers = 10
dp_hpwl_mm = 5.56
dpl_cell_area_um2 = 3660

[worst_hold_path]
hp-class = "flop to flop"
-- worst paths after layout --
| kind | start | end | slack (ns) | cells after the start |
|---|---|---|---|---|
| min in group asynchronous | reset | cnt[11]$_DFFE_PP0P_ | 1.41 | 3 |
| max in group asynchronous | reset | cnt[6]$_DFFE_PP0P_ | 4.50 | 3 |
| worst min register to register | state[4]$_DFF_PP0_ | state[9]$_DFF_PP0_ | 0.45 | 1 |
| worst max-delay path | in[3] | cnt[30]$_DFFE_PP0P_ | 2.57 | 10 |
| worst max register to register | state[9]$_DFF_PP0_ | cnt[28]$_DFFE_PP0P_ | 2.75 | 12 |
| worst min-delay path | state[4]$_DFF_PP0_ | state[9]$_DFF_PP0_ | 0.45 | 1 |
-- state kept, by name, indices dropped and copies added (netlist names) --
register,cells
flow,1
state,9
cnt,32
-- worst max-delay path: cells and delay by family --
family / cells / cell delay, ns
compound gates: 3 / 0.94
buf+inv: 2 / 0.91
simple gates: 5 / 0.76
-- area by class of cell --
cell class              instances  area share
inverters                      16      0.0157
well taps                     140      0.0459
clock inverters                 1     0.00786
flip-flops and latches         42       0.275
clock buffers                   7      0.0347
multi-input cells             333       0.588
repair buffers                 13      0.0321
-- metal layers --
layer / vias to the layer above / part of all wire / GRT usage
li1: 1504 / - / -
met1: 1338 / 0.51 / 0.219
met2: 46 / 0.44 / 0.213
met3: 7 / 0.034 / 0.0122
met4: 0 / 0.014 / 0.0174
met5: - / 0 / 0
-- where the power goes --
group | internal, uW | switching, uW
Sequential | 271 | 1.10
Combinational | 25.3 | 30.3
Clock | 188 | 110
-- through the flow --
| stage | instances | setup slack [ns] | utilization | hold WS, ns | total power (uW) |
|---|---|---|---|---|---|
| after floorplan | 407 | 2.82 | - | 0.428 | 315 |
| after global placement | 544 | 2.37 | 0.333 | 0.435 | 333 |
| after detailed placement | 544 | 2.29 | 0.333 | 0.438 | 333 |
| after CTS | 552 | 2.58 | 0.348 | 0.455 | 629 |
| after global routing | 552 | 2.30 | 0.348 | 0.499 | 648 |
| final | 552 | 2.57 | 0.348 | 0.451 | 625 |
-- cells in the final DEF, fill, tap and decap left out, types with 2 or more instances in the layout --
cell type,n
a211o_1,3
a211oi_1,7
a21o_1,19
a21oi_1,23
a21oi_2,2
a31oi_1,4
a41oi_1,3
and2_1,5
and3_1,6
buf_4,3
clkbuf_1,2
clkbuf_16,5
clkdlybuf4s50_1,10
dfrtp_1,41
ha_1,33
inv_1,15
nand2_1,57
nand2b_1,2
nand3_1,9
nand4_1,9
nand4b_1,2
nor2_1,11
nor2b_1,5
nor3_1,8
nor3b_1,3
nor4_1,8
nor4b_1,3
o211ai_1,2
o21a_1,4
o21ai_0,40
o21bai_1,4
o31ai_1,5
or2_2,3
or3_1,7
xnor2_1,15
xor2_1,9
-- cell families after synthesis --
group	after synthesis	synth area share
and+or+nand+nor	143	0.215
AOI/OAI and AO/OA	132	0.251
DFF	42	0.307
adders and majority gates	34	0.126
buffers and inverters	32	0.0394
xor gates and xnor gates	24	0.0613
No activity file was given, so power comes from the tool's default toggle rates.
