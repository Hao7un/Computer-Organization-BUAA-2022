File: flow/design.v
module Bridge(
    input [31:0] cpu_m_data_addr,
    input [31:0] cpu_m_data_wdata,
    input [3:0] cpu_m_data_byteen,
    output [31:0] cpu_m_data_rdata,
    output [31:0] m_data_addr,
    output [31:0] m_data_wdata,
    output [3:0] m_data_byteen,
    input [31:0] m_data_rdata,
    output [31:0] m_int_addr,      
    output [3 :0] m_int_byteen,    
    output [31:0] DEV_Addr,
    output [31:0] DEV_WD,
    input [31:0] DEV0_RD,
    input [31:0] DEV1_RD,
    input WeCPU,
    output  WeDEV0,
    output  WeDEV1
);
assign HitDEV0=(cpu_m_data_addr>=32'h00007F00)&&(cpu_m_data_addr<=32'h00007F0B);      
assign HitDEV1=(cpu_m_data_addr>=32'h00007F10)&&(cpu_m_data_addr<=32'h00007F1B);
assign HitInt     = (cpu_m_data_addr>=32'h00007F20)&&(cpu_m_data_addr<=32'h00007F23);
assign cpu_m_data_rdata= (HitDEV0)?DEV0_RD:
																					(HitDEV1)?DEV1_RD:
																					(HitInt)     ? 32'd0:    m_data_rdata;
 assign m_data_addr       =  cpu_m_data_addr;
 assign m_data_wdata    =  cpu_m_data_wdata;
 assign m_data_byteen  =  (HitDEV0|HitDEV1|HitInt)?   4'd0  :
																				cpu_m_data_byteen;
assign m_int_addr      =   cpu_m_data_addr;
assign m_int_byteen =  HitInt?  4'd1:    4'd0;
assign WeDEV0=WeCPU&HitDEV0;
assign WeDEV1=WeCPU&HitDEV1;
assign DEV_Addr=cpu_m_data_addr;
assign DEV_WD=cpu_m_data_wdata;
endmodule
File: flow/constraint.sdc
current_design Bridge

set clk_period 6.4
set clk_io_pct 0.2

create_clock -name clk0 -period $clk_period

set non_clock_inputs [all_inputs -no_clocks]
set_input_delay [expr $clk_period * $clk_io_pct] -clock clk0 $non_clock_inputs
set_output_delay [expr $clk_period * $clk_io_pct] -clock clk0 [all_outputs]
File: flow/config.mk
export PLATFORM = sky130hd
export DESIGN_NAME = Bridge
export DESIGN_NICKNAME = Bridge
export VERILOG_FILES = /design/flow/design.v
export SDC_FILE = /design/flow/constraint.sdc
export NUM_CORES = 4
export LEC_CHECK = 1
export CORE_AREA = 10 10 148 148
export DIE_AREA = 0 0 158 158
File: flow/run.sh
#!/bin/bash
# OpenROAD 26Q1-2900-gdf79404cd8, Yosys 0.63+post, stock flow scripts
make -C /OpenROAD-flow-scripts/flow DESIGN_CONFIG=/design/flow/config.mk WORK_HOME=/design/flow/orfs finish
==> results.txt <==
run results: min Tclk post-route 5.59 ns, initial antenna violation count 0, GR Util All Layers 8.41%, clock buffer count in the final layout 0, number of global-route vias before repair about 2,600, Synth Area per Inst 6.65 sq um, RD Place Congestion between 0.8 and 0.9, Power per Cell Area 50.1 mW/mm^2, worst path arrival time 4.31 ns, pin count of the biggest net entering global routing 32, Log Warnings 32, Area leader share 55.1%, die width 158 microns, Setup crit start kind primary input, chip area in the Yosys report around 0.0022 sq mm, Die H 158 microns, layout cells sized above 1 2.07%, antenna viol nets, final 0, number of max-cap violations 0, status finished clean, post-cts repair resize count 0, Synth Cell Area 0.00224 sq mm, CORE AREA ~0.019 sq mm, FF/Latch Area 0 sq um, endpoint class of the critical path output pin, diodes inserted 0, 1st-pass router iterations 4, Cells after Synth 336, synth-to-layout area growth 77.1%, setup violators final 0, worst hold start cpu_m_data_wdata[11], grt ovf 0, # hold bufs at CTS 0, Placed Cells roughly 670, hold path depth 0, Routed WL ~12,000 microns, final std cells w/o fill between 600 and 700, max_slew headroom 57.1%, setup_tns 0 ns, fp util 12.0%, Peak Freq between 150 and 200 MHz, crit path kind primary input to output pin, RSZ-0062 raised after global routing false, post-DP HPWL between 10,000 and 15,000 microns, critical path peak fanout 28, # DRC 0, Ports 367, leakage 0.00146 uW, WHS Endpoint DEV_WD[11], input/output buffers roughly 270, HP Class primary input to output pin, setup repair bufs after CTS 0, die area 0.0250 sq mm, Std-Cell Rows 50, top cells by area buf_4 (55%), a22oi_1 (9.1%), inv_1 (6.2%), o21ai_0 (3.4%), o21ai_1 (3.1%), Worst Path Required just over 5 ns, Syn. warnings 3, Worst-Margin Slew 0.641 ns, top cell type by total area after synthesis buf_4, Final Slew Violations 0, Via Count 2,399, Yosys cell types 30, Synth Seq Share 0%, vias per cell 3.59, first-pass GRT wire length 16,100 microns, VDD IR max 0.0000167 V, final hold violation count 0, flop count 0, cycle use final 87.4%, yosys cell count 336, 1st-iter DRT viols 119, DR WL/cell 17.7 microns
==> cells in the mapped netlist (3+ instances only) <==
cell type	number
nand3b_1	6
a22oi_1	27
clkbuf_1	7
nor4_1	4
nor2b_1	4
o21a_1	6
buf_2	4
o21ai_0	15
inv_1	37
a21oi_1	13
o21ai_1	14
a211oi_1	5
buf_4	164
o22ai_1	5
and2_1	3
==> layout make-up <==
type	count	area, sq um
repair buffers	273	2720
multi-input cells	124	808
fillers	2076	14700
well taps	234	293
inverters	37	139
==> how the worst max path moves through the flow <==
stage         slack, ns  cells after the start                    to           startpoint
CTS                0.79                      8  cpu_m_data_rdata[11]  cpu_m_data_addr[15]
global route       0.55                      8  cpu_m_data_rdata[12]  cpu_m_data_addr[15]
finish             0.81                      8  cpu_m_data_rdata[23]  cpu_m_data_addr[15]
==> power by group <==
part / switching (uW) / internal [uW]
clock: 0 / 0
combinational: 48.0 / 150
sequential: 0 / 0
==> layer usage <==
layer	GRT usage, %	share of wire [%]	vias up
li1	-	-	1162
met1	9.29	36	1042
met2	14.4	49	166
met3	3.97	14	29
met4	1.76	2.1	0
met5	0	0	-
==> cell usage in the layout (no fill, tap or decap), types with 2 or more instances in the layout <==
| master | netlist | layout |
|---|---|---|
| a22oi_1 | 27 | 27 |
| o21ai_1 | 14 | 14 |
| nand3_1 | 2 | 2 |
| o22ai_1 | 5 | 5 |
| nand2_1 | 2 | 2 |
| o21a_1 | 6 | 6 |
| clkdlybuf4s50_1 | 0 | 268 |
| and4_1 | 2 | 2 |
| buf_4 | 164 | 5 |
| nand4_1 | 2 | 2 |
| nand3b_1 | 6 | 6 |
| conb_1 | 1 | 3 |
| a21oi_1 | 13 | 12 |
| nor2b_1 | 4 | 4 |
| o21ai_0 | 15 | 15 |
| inv_1 | 37 | 37 |
| nor2_1 | 2 | 2 |
| and4b_1 | 2 | 2 |
| nor4_1 | 4 | 4 |
| a211oi_1 | 5 | 5 |
| and2_1 | 3 | 3 |
==> worst max-delay path: stages <==
cell	delay (ns)
clkdlybuf4s50_1	0.74
nor4b_1	0.60
and4_1	0.35
and4_1	0.20
buf_4	0.31
a22oi_1	0.14
o21ai_1	0.15
clkdlybuf4s50_1	0.51
==> metrics by stage <==
stage          utilization (%)  worst slack (ns)  hold WS, ns  power (uW)  area, sq um
3_5_place_dp              21.2             0.792         2.56         201         3960
5_1_grt                   21.2             0.555         2.56         216         3960
4_1_cts                   21.2             0.787         2.56         203         3960
3_3_place_gp              21.2             0.756         2.56         203         3960
2_1_floorplan                -              2.39         2.62        81.9         2240
6_report                  21.2             0.808         2.56         198         3960
==> cell families after synthesis <==
kind of cell | share of synthesized area (%)
other cells | 0.168
simple gates | 10.3
buf+inv | 64.4
compound gates | 25.2
Power is estimated from default activity; no workload was simulated.
