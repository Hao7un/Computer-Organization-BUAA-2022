==> ./run.sh <==
#!/bin/bash
# OpenROAD 26Q1-2900-gdf79404cd8, Yosys 0.63+post, stock flow scripts
make -C /OpenROAD-flow-scripts/flow DESIGN_CONFIG=/design/flow/config.mk WORK_HOME=/design/flow/orfs finish
==> ./config.mk <==
export PLATFORM = sky130hd
export DESIGN_NAME = NPC
export DESIGN_NICKNAME = NPC
export VERILOG_FILES = /design/flow/design.v
export SDC_FILE = /design/flow/constraint.sdc
export NUM_CORES = 4
export LEC_CHECK = 1
export CORE_UTILIZATION = 30
==> ./constraint.sdc <==
current_design NPC

set clk_period 27.4
set clk_io_pct 0.2

create_clock -name clk0 -period $clk_period

set non_clock_inputs [all_inputs -no_clocks]
set_input_delay [expr $clk_period * $clk_io_pct] -clock clk0 $non_clock_inputs
set_output_delay [expr $clk_period * $clk_io_pct] -clock clk0 [all_outputs]
==> ./design.v <==
`timescale 1ns / 1ps
module NPC(
    input [31:0] PC,
    input [31:0] Offset,
    input [25:0] Instr_Index,
    input [31:0] RegData,
    input Zero,
    input [2:0] NPCOp,
    output [31:0] next_PC
);
    reg [31:0] result;
    assign next_PC=result;
    initial begin
      result=32'h3000;
    end
  always @(*) begin
    case (NPCOp)
        3'b000:result=PC+4;
        3'b001:begin
            if(Zero)begin
				result=PC+4+(Offset<<2);
				end
            else begin
				result=PC+4;
				end
        end
        3'b010:result={PC[31:28],Instr_Index,2'b0};
        3'b011:result=RegData;
        default:result=PC+4;
    endcase
  end
endmodule
==> datasheet_impl.txt <==
Summary of implementation characteristics

Parameter                              Value

Placed design
  Setup slack at placement    12160 ps
  Routability congestion estimate    0.931
  Number of I/O port buffers    156
  Post-DP HPWL    10900 um
  Placed instance count    796

GRT
  Global-route wire length before repair    20000 um
  Vias in the first global route    3926
  Number of antenna violations at the first check in global routing    0
  Maximum number of pins on one net before global-route repair    39
  Grt total ovfl    0
  Global-route usage over all layers    22.4%

Final layout
  Most frequent logic cells in the routed design    156 x clkdlybuf4s50_1, 61 x a21oi_1, 52 x nand2_1
  Clock buffer instance count of the final layout    0
  Cell Count, Final, Fillers Out    796
  Post-synthesis to final-layout area growth    50.2%
  Register area    0 sq um
  Layout cell share with drive strength beyond 1    4.27%
  Flop count    0
  Most frequent logic cell in the layout    clkdlybuf4s50_1

Clock network
  Number of gates resized after cts    0
  # hold bufs at CTS    0
  Setup repair bufs after CTS    0

Detailed routing
  WL met1    6370 um
  Average wire per cell in the routed design    16.3 um
  Drt via density    5.31
  Number of diodes added for antenna fixing    0
  Total met3 wirelength after detailed routing    567 um
  Post-Route WL    13000 um
  Total DRC errors in the routed layout    0
  Highest metal used    met4
  DRT antenna net count    0
  Pre-Repair DR Iteration Count    5
  Met2 wire length    5860 um
  First DRT Iteration DRCs    168
  Via Count    4230

Floorplanning
  Io pins    158
  Die extent in y    107 um
  FP Util    30.7%
  Floorplan die area    11500 sq um
  Standard cell core area    10800 sq um
  Cell Rows    38
  Die Width    107 um

Power
  Portion of total power attributed to sequential cells    0%
  Leakage power figure    2.05 nW
  Post-layout power    0.0939 mW
  Fraction of power consumed by combinational cells    100.0%
  Sw power    0.0443 mW
  Switching part of the total power    47.2%
  PD cells    18.8 nW/um^2
  Part of the power in the clock network    0%
  Maximum vdd drop    0.00938 mV
  Power Internal    0.0496 mW

Flow run
  Count of warning messages emitted by the tools    38
  Max-capacitance violation count    0

Critical path
  Classification of the worst setup path    in2out
  Cell with the largest stage delay on the worst path    clkdlybuf4s50_1
  CP cell instances    clkdlybuf4s50_1 -> nand3_1 -> nor3_2 -> nand2_1 -> nor2_1 -> xor2_1 -> ha_1 -> a21oi_1 -> o21bai_1 -> a21o_1 -> a21oi_1 -> o21ai_0 -> a21oi_1 -> o221ai_1 -> a21oi_1 -> o41a_1 -> clkdlybuf4s50_1
  Crit path buffers/inverters    2
  Slowest Stage Delay on Critical Path    540 ps
  Worst path top cell family by delay    AND-OR/OR-AND gates
  Crit-path most repeated cell    a21oi_1
  Launching element type of the critical path    input port
  Worst-path fanout max    6
  Crit end category    output pin
  CP Launch Point    PC[7]
  Critical path required time    21920 ps
  CP Data Arrival Time    9770 ps

Worst hold path
  Origin of the worst min-delay path    PC[1]
  Worst hold path class    in2out

Synth
  Count of instantiated cells in the yosys netlist    518
  Unique cell types    60
  Leading post-synthesis cells by cell area    ha_1 13%, xnor2_1 9.2%, a21oi_1 9.2%
  Share of the synthesized area in the top cell type    12.8%
  Post-Syn Area    3320 sq um
  Count of synthesis-stage warnings from yosys    1
  Area figure in the yosys stat output    3320 sq um
  Mean area per synthesized cell    6.41 sq um
  Register share after synthesis    0%
  Cell type with the largest total area    ha_1
  Instance count of the mapped netlist    518

Run status
  Status    completed

Final timing
  Min Clock Period, post-route    15250 ps
  Number of failing setup endpoints in the final timing report    0
  Relative slew slack    42.6%
  Final setup slack of the worst path    12150 ps
  Hold violation total from the final report    0
  Min Hold Slack    11870 ps
  Max Transition Viols Final    0
  RSZ-0062 raised after global routing    false
  Slew at the pin closest to its max-slew limit    858 ps
  Maximum clock frequency    0.0656 GHz
  Setup TNS    0 ps
  Tcrit/Tclk final    55.7%
## final timing paths
check,to,cells past startpoint
worst max-delay path,next_PC[30],17
worst min-delay path,next_PC[1],4
## kinds of logic (layout without fill, tap and decap cells)
logic type / Yosys count / in the layout / share of synthesized area [%]
adders and majority gates: 35 / 35 / 13.4
muxes: 2 / 2 / 0.603
AOI/OAI and AO/OA: 187 / 187 / 37.9
and+or+nand+nor: 180 / 180 / 26.5
xor gates and xnor gates: 53 / 53 / 14.0
buffers and inverters: 61 / 199 / 7.54
## cell usage after synthesis (all sizes together) (5+ instances only)
master	number
nor3	11
xor2	18
nand3	22
a22oi	5
clkbuf	15
nand4	10
buf	8
a21o	11
a221oi	8
nor2	47
nand2	53
o22a	7
o21bai	6
a211o	11
inv	38
a21oi	64
o21ai	35
and3	12
ha	34
a31oi	10
xnor2	35
## tightest hold or removal path: stages
cell,delay (ps)
clkdlybuf4s50_1,390
nand2_1,50
o21ai_0,70
clkdlybuf4s50_1,400
## power by group through the flow
stage / Combinational, mW / Clock (mW) / Sequential [mW]
final: 0.0939 / 0 / 0
after global routing: 0.103 / 0 / 0
after CTS: 0.0941 / 0 / 0
## final cells by class
class / count / area (sq um)
inverter: 38 / 143
timing repair buffer: 161 / 1600
multi-input combinational: 457 / 3070
fill: 1106 / 5810
tap: 140 / 175
## layer usage
layer	up-vias	track usage [%]
met5	-	0
met4	0	2.94
met3	10	0.868
met2	120	36.1
met1	1924	33.7
li1	2176	-
## stage by stage
step                      util [%]  area (sq um)
after global placement        46.2          4980
after floorplan                  -          3320
final                         46.2          4980
after CTS                     46.2          4980
after global routing          46.2          4980
after detailed placement      46.2          4980
Power and IR drop assume default switching activity.
